==> flow/design.v <==
`timescale 1ns / 1ps
module debouncer(
input noisy,reset,clk,
output debounced
    );
reg [1:0] current_state,next_state;
wire done,timer_reset;
localparam s0=0;
localparam s1=1;
localparam s2=2;
localparam s3=3;
always@(posedge clk,posedge reset)
begin
if(reset)
current_state<= 'b0;
else
current_state<=next_state;
end
always@(*)
begin
case(current_state)
s0:if(noisy)               next_state=s1;
   else                    next_state=s0;
s1:if      (noisy &  done) next_state=s2;
   else if (noisy & ~done) next_state=s1;
   else if (~noisy)        next_state=s0;  
s2:if      (~noisy)        next_state=s3;
   else if ( noisy)        next_state=s2;
s3:if      (noisy)         next_state=s2;
   else if (~noisy & ~done)next_state=s3;
   else if (done & ~noisy) next_state=s0;
default: next_state=current_state;
endcase
end
assign timer_reset=((current_state==s2) | (current_state==s0 ));
assign debounced=  ((current_state==s3) | (current_state==s2 ));
timer#(2000000)timer_debounced(.clk(clk),.reset(timer_reset),.done(done));
endmodule
`timescale 1ns / 1ps
module edge_det(
input debounced,clk,reset,
output edge_trig
    );
reg current_state, next_state;
localparam s0=0;
localparam s1=1;
always@(posedge clk,posedge reset)
begin
if(reset)
current_state<='b0;
else
current_state<=next_state;
end
always@(*)
begin
case(current_state)
s0: if(debounced) next_state=s1;
    else     next_state=s0;
s1: if(~debounced) next_state=s0;
    else     next_state=s1;
default: next_state=current_state;
endcase
end
assign edge_trig= ((current_state==s0) &  debounced) | ((current_state==s1)  & !debounced); 
endmodule
`timescale 1ns / 1ps
module edge_detector(
input clk,reset,noisy,
output edge_trig,debounced
    );
wire debounced_between;
edge_det edge_fsm(.clk(clk),.reset(reset),.debounced(debounced_between),.edge_trig(edge_trig));
debouncer debouncer0(.clk(clk),.reset(reset),.noisy(noisy),.debounced(debounced_between));
assign debounced=debounced_between;
endmodule
`timescale 1ns / 1ps
module timer#(parameter final_value=2000000)(
input reset,clk,
output done
    );
reg [$clog2(final_value)-1 :0] q_reg,q_next;
always@(posedge clk,posedge reset)
begin
if(reset)
q_reg<='b0;
else q_reg<=q_next;
end
always@(q_reg)
begin
if(q_reg==final_value)
q_next='b0;
else
q_next=q_reg+1;
end
assign done = (q_reg==final_value);
endmodule
==> flow/run.sh <==
#!/bin/bash
# OpenROAD 26Q1-2900-gdf79404cd8, Yosys 0.63+post, stock flow scripts
make -C /OpenROAD-flow-scripts/flow DESIGN_CONFIG=/design/flow/config.mk WORK_HOME=/design/flow/orfs finish
==> flow/config.mk <==
export PLATFORM = sky130hd
export DESIGN_NAME = edge_detector
export DESIGN_NICKNAME = edge_detector
export VERILOG_FILES = /design/flow/design.v
export SDC_FILE = /design/flow/constraint.sdc
export NUM_CORES = 4
export LEC_CHECK = 1
export CORE_AREA = 10 10 91 91
export DIE_AREA = 0 0 101 101
==> flow/constraint.sdc <==
current_design edge_detector

set clk_period 1.0
set clk_io_pct 0.2

create_clock -name clk0 -period $clk_period [get_ports {clk}]

set non_clock_inputs [all_inputs -no_clocks]
set_input_delay [expr $clk_period * $clk_io_pct] -clock clk0 $non_clock_inputs
set_output_delay [expr $clk_period * $clk_io_pct] -clock clk0 [all_outputs]
==> results.txt <==
fresh numbers from the pnr run: outcome=complete, but fails checks, failing checks=setup timing, global route hottest layer=met2, simple share=0.243, worst reg2reg path depth=8, leak pwr=0.786 nW, reg-to-reg startpoint=debouncer0.timer_debounced.q_reg[0], Max IR drop VDD=between 0.9 and 1 mV, total track usage=0.0461, crit path DAT=2.09 ns, crit path launch type=flop, Port Buffer Count=4, cell taking the most area after synthesis=dfrtp_1, CP Buf/Inv Count=2, grt met3 use=0.0125, Via density=3.94, ANT cells=0, Pre-Place Util=0.185, Synth top cells by count=24 x dfrtp_1, 11 x xnor2_1, 10 x nor2_1, latest clock arrival within the worst-skew pair=between 0.2 and 0.3 ns, tool warnings=29, critical path fanouts, max=5, synthesized flop and latch total=26, Crit-path slowest cell=dfrtp_2, kind of critical path=reg2reg, Max-Cap Viols=0, via count=922, Worst Setup SP=debouncer0.timer_debounced.q_reg[0], Post-synth EDFFs=0, Largest register FFs=21, fin crit period=1.93 ns, crit-path leading delay family=simple AND/OR/NAND/NOR gates, CP Capture Type=flop, yosys adder share=0.0213, final instance area=1720 um2, endpoints left unconstrained=2, area fraction in xor and xnor cells=0.120, clock root buffer master=clkbuf_8, Slew Limit Fails=0, largest net degree at the start of global routing=23, Hold WC Path Type=in2async, final worst slack=-0.933 ns, Die Y=101 um, Syn-to-layout area delta=47.1%, final hold vios=0, Compound Share, Synth=0.0427, Setup TNS=-9.65 ns, CP peak stage delay=0.44 ns, mux share=0.00961, CTS buffer count=3, GR Util met2=0.0698, count of unclocked register or latch pins=2, final wirelength=2.28 mm, DP Area=1590 um2, YS chip area=about 1200 um2, Cell Type Count=27, chip area=between 10,000 and 15,000 um2, Post-CTS Hold Fix Bufs=0, DRT Pass-1 Iters=3, Final setup viols=23, buffer levels on the longest clock path=2, Post-synth area hogs=dfrtp_1 51%, xnor2_1 8.2%, xor2_1 3.7%, share of cells above drive strength 1=0.376, CTS clk-pin slew, worst paths=0.08 ns, fin crit share=1.93, met1 usage=0.0677, worst r2r dst=debouncer0.current_state[1], initial antenna violation count=0, Highest Clock Rate=517 MHz, Top cell area share=0.512, Power Total=1.56 mW, RSZ-0062 raised after global routing=true, ys cells=114, core area=6350 um2, H-tree levels=1, global route total overflow=0, CTS tree=done, DR WL/cell=~9.7 um, vias in the first global route=a little under 900, ANT nets after route=0, PD cells=907 nW/um2, Crit path required time=1.16 ns, first-pass GRT wire length=just under 4 mm, Final Wtd Congestion=0.779, DR iter-0 viols=approximately 47, area of the mapped netlist=approximately 1200 um2, top-count cell post-synth=dfrtp_1, # rows=29, io pins=5, YS warnings=3, Top logic family=simple AND/OR/NAND/NOR gates, Synth Area per Inst=10.3 um2, Cells after Synth=114, Synth Flop Type=dfrtp_1, DP HPWL=~1.6 mm, Final Skew=between 0.0015 and 0.002 ns, Post-synth ARST share=0.923, drt drc=0, FF-to-FF setup slack=-0.93 ns, Die W=101 um, worst-path cell chain=inv_1, ha_1, nor3b_2, nand4_1, buf_4, nor3_4, mux2_4, dlxtn_1
==> metrics by stage <==
stage	setup slack (ns)	util	hold slack, ns	instances
after floorplan	-0.725	-	-0.0464	115
after detailed placement	-1.01	0.251	0.224	229
after global placement	-1.00	0.251	0.228	229
after global routing	-1.05	0.272	0.0955	234
final	-0.933	0.272	0.0886	234
after CTS	-0.929	0.267	0.0877	235
==> area by class of cell <==
cell class / count / area [um2]
clock buffers: 3 / 41.3
fillers: 635 / 4630
inverters: 5 / 18.8
multi-input cells: 82 / 607
flip-flops and latches: 26 / 632
well taps: 77 / 96.3
repair buffers: 41 / 329
==> worst register-to-register path: cells and delay by family, from the launching register on <==
kind | cells | cell delay, ns
AND/OR/NAND/NOR | 3 | 0.48
buffers and inverters | 2 | 0.25
latches | 1 | 0.22
flip-flops | 1 | 0.44
adder cells (fa/ha/maj) | 1 | 0.13
multiplexers | 1 | 0.31
==> cells by family (layout without fill, tap and decap cells) <==
group | Yosys count | in the layout
flip-flops | 24 | 24
AND-OR/OR-AND | 10 | 10
adder cells (fa/ha/maj) | 2 | 2
AND/OR/NAND/NOR | 51 | 51
XOR/XNOR | 16 | 16
buffers and inverters | 7 | 49
multiplexers | 1 | 1
latches | 2 | 2
other | 1 | 2
==> worst max path at each step <==
stage     cells past startpoint                          end  slack [ns]
6_report                      8  debouncer0.current_state[1]       -0.93
5_1_grt                       8  debouncer0.current_state[1]       -1.05
4_1_cts                       8  debouncer0.current_state[1]       -0.93
==> metal layers <==
metal | share of wire | vias up
met5 | 0 | -
met1 | 0.52 | 434
met4 | 0 | 0
met2 | 0.46 | 5
met3 | 0.026 | 0
li1 | - | 483
==> cells in the final DEF (no fill, tap or decap) <==
cell,Yosys,routed
buf_4,0,33
dfrtp_1,24,23
xnor2_1,11,11
nor2_1,10,9
nand2_1,9,9
nand4_1,6,6
inv_1,5,5
o21ai_0,5,5
xor2_1,5,5
buf_6,0,5
or3_1,5,4
a21oi_2,0,3
nand3_1,5,3
clkbuf_8,0,3
and3_1,2,2
nor3_4,0,2
nand3_2,0,2
and4_1,2,2
a21oi_1,5,2
ha_1,2,2
dlxtn_1,2,2
conb_1,1,2
clkdlybuf4s50_1,0,2
nor4b_1,2,1
nor4bb_1,1,1
nor3b_2,0,1
nor4b_2,0,1
mux2_4,0,1
nand2_2,1,1
or4_4,1,1
and4_4,0,1
or3_4,0,1
nor4_4,0,1
nor3_1,3,1
nor2_4,0,1
nor2b_1,1,1
dfrtp_2,0,1
buf_2,0,1
==> power breakdown <==
group          internal, mW  leakage, nW  switching (mW)  total, mW
combinational        0.0103        0.439          0.0147     0.0250
sequential            0.975        0.325        0.000402      0.975
clock                 0.269       0.0216           0.294      0.563
==> repair_timing <==
action,CTS,global route
resized,16,10
setup endpoints to repair,24,25
gates cloned,0,0
setup buffers,3,0
pin swaps,5,6
Power is estimated from default activity; no workload was simulated.
